==> flow/design.v <==
`timescale 1ns / 1ps
module baud_gen (
    input wire clk,           
    input wire rst,          
    input wire baud_select,   
    output reg tick_1x,      
    output reg tick_8x       
);
    localparam DIV_9600   = 1302;  
    localparam DIV_115200 = 108;   
    reg [10:0] counter;       
    reg [2:0]  sub_counter;  
    reg [10:0] limit;         
    always @* begin
        case (baud_select)
            1'b0: limit = DIV_9600;    
            1'b1: limit = DIV_115200;  
        endcase
    end
    always @(posedge clk or posedge rst) begin
        if (rst) begin
            counter <= 0;
            tick_8x <= 0;
        end else begin
            if (counter >= limit - 1) begin
                counter <= 0;
                tick_8x <= 1'b1; 
            end else begin
                counter <= counter + 1;
                tick_8x <= 1'b0;
            end
        end
    end
    always @(posedge clk or posedge rst) begin
        if (rst) begin
            sub_counter <= 0;
            tick_1x <= 0;
        end else begin
            tick_1x <= 0; 
            if (tick_8x) begin
                if (sub_counter == 7) begin 
                    sub_counter <= 0;
                    tick_1x <= 1'b1; 
                end else begin
                    sub_counter <= sub_counter + 1;
                end
            end
        end
    end
endmodule
`timescale 1ns / 1ps
module uart_rx(
    input wire clk,
    input wire rst,
    input wire rx,           
    input wire rx_en,        
    input wire tick_8x,      
    output reg [7:0] rx_data, 
    output reg rx_start,     
    output reg rx_busy,      
    output reg rx_done        
    );
    localparam [1:0]
        IDLE  = 2'b00,
        START = 2'b01,
        DATA  = 2'b10,
        STOP  = 2'b11;
    reg [1:0] state;
    reg [2:0] tick_cnt;  
    reg [2:0] bit_cnt;    
    reg [1:0] vote_cnt;   
    reg [7:0] shift_reg;  
    reg rx_sync1, rx_sync2;
    wire rx_in = rx_sync2;
    always @(posedge clk) begin
        if (rst) begin
            rx_sync1 <= 1'b1;
            rx_sync2 <= 1'b1;
        end else begin
            rx_sync1 <= rx;
            rx_sync2 <= rx_sync1;
        end
    end
    always @(posedge clk) begin
        if (rst) begin
            state     <= IDLE;
            tick_cnt  <= 0;
            bit_cnt   <= 0;
            vote_cnt  <= 0;
            shift_reg <= 0;
            rx_data   <= 0;
            rx_busy   <= 0;
            rx_done   <= 0;
            rx_start  <= 0;
        end else begin
            rx_done  <= 0;
            rx_start <= 0;
            case (state)
                IDLE: begin
                    rx_busy <= 0;
                    tick_cnt <= 0;
                    bit_cnt <= 0;
                    if (rx_en && rx_in == 1'b0) begin 
                        state    <= START;
                        rx_busy  <= 1;
                        rx_start <= 1; 
                    end
                end
                START: begin
                    if (tick_8x) begin
                        if (tick_cnt == 3) begin 
                            if (rx_in == 1'b1) begin
                                state   <= IDLE;
                                rx_busy <= 0;
                            end
                        end
                        if (tick_cnt == 7) begin
                            state    <= DATA;
                            tick_cnt <= 0;
                            vote_cnt <= 0;
                        end else begin
                            tick_cnt <= tick_cnt + 1;
                        end
                    end
                end
                DATA: begin
                    if (tick_8x) begin
                        if (tick_cnt == 3 || tick_cnt == 4 || tick_cnt == 5) begin
                            if (rx_in == 1'b1)
                                vote_cnt <= vote_cnt + 1;
                        end
                        if (tick_cnt == 7) begin
                            tick_cnt <= 0;
                            shift_reg <= { (vote_cnt >= 2), shift_reg[7:1] };
                            vote_cnt <= 0; 
                            if (bit_cnt == 7) 
                                state <= STOP;
                            else
                                bit_cnt <= bit_cnt + 1;
                        end else begin
                            tick_cnt <= tick_cnt + 1;
                        end
                    end
                end
                STOP: begin
                    if (tick_8x) begin
                        if (tick_cnt == 7) begin
                            state   <= IDLE;
                            rx_done <= 1;         
                            rx_data <= shift_reg; 
                            rx_busy <= 0;
                        end else begin
                            tick_cnt <= tick_cnt + 1;
                        end
                    end
                end
            endcase
        end
    end
endmodule
`timescale 1ns / 1ps
module uart_top (
    input wire clk,           
    input wire rst,           
    input wire baud_select,  
    input wire tx_en,       
    input wire [7:0] tx_data, 
    output wire tx,         
    output wire tx_busy,     
    output wire tx_done,      
    input wire rx,            
    input wire rx_en,         
    output wire [7:0] rx_data,
    output wire rx_busy,    
    output wire rx_done      
);
    wire tick_1x_w; 
    wire tick_8x_w; 
    wire tx_start_unused;
    wire rx_start_unused;
    baud_gen inst_baud_gen (
        .clk(clk),
        .rst(rst),
        .baud_select(baud_select),
        .tick_1x(tick_1x_w),
        .tick_8x(tick_8x_w)  
    );
uart_tx inst_uart_tx (
        .clk(clk),
        .rst(rst),
        .tx_en(tx_en),
        .tick_8x(tick_8x_w), 
        .tx_data(tx_data),
        .tx_serial(tx),
        .busy(tx_busy),
        .done(tx_done)
    );;
    uart_rx inst_uart_rx (
        .clk(clk),
        .rst(rst),
        .rx(rx),               
        .rx_en(rx_en),
        .tick_8x(tick_8x_w),   
        .rx_data(rx_data),
        .rx_start(rx_start_unused),
        .rx_busy(rx_busy),
        .rx_done(rx_done)
    );
endmodule
`timescale 1ns / 1ps
module uart_tx (
    input  wire       clk,       
    input  wire       rst,       
    input  wire       tx_en,    
    input  wire       tick_8x,   
    input  wire [7:0] tx_data,   
    output reg        tx_serial, 
    output reg        busy,      
    output reg        done       
);
    localparam [1:0] 
        IDLE  = 2'b00,
        START = 2'b01,
        DATA  = 2'b10,
        STOP  = 2'b11;
    reg [1:0] state_reg, state_next;
    reg [2:0] s_reg, s_next; 
    reg [2:0] n_reg, n_next; 
    reg [7:0] b_reg, b_next; 
    reg       tx_reg, tx_next; 
    always @(posedge clk or posedge rst) begin
        if (rst) begin
            state_reg <= IDLE;
            s_reg     <= 0;
            n_reg     <= 0;
            b_reg     <= 0;
            tx_reg    <= 1'b1; 
        end else begin
            state_reg <= state_next;
            s_reg     <= s_next;
            n_reg     <= n_next;
            b_reg     <= b_next;
            tx_reg    <= tx_next;
        end
    end
    always @(*) begin
        state_next = state_reg;
        s_next     = s_reg;
        n_next     = n_reg;
        b_next     = b_reg;
        tx_next    = tx_reg;
        busy = 1'b1; 
        done = 1'b0;
        case (state_reg)
            IDLE: begin
                tx_next = 1'b1;
                busy    = 1'b0;
                if (tx_en) begin
                    b_next = tx_data;
                    state_next = START;
                    s_next = 0;
                end
            end
            START: begin
                tx_next = 1'b0; 
                if (tick_8x) begin
                    if (s_reg == 7) begin 
                        state_next = DATA;
                        s_next = 0;
                        n_next = 0;
                    end else begin
                        s_next = s_reg + 1;
                    end
                end
            end
            DATA: begin
                tx_next = b_reg[0]; 
                if (tick_8x) begin
                    if (s_reg == 7) begin
                        s_next = 0;
                        b_next = b_reg >> 1;
                        if (n_reg == 7) begin
                            state_next = STOP;
                        end else begin
                            n_next = n_reg + 1;
                        end
                    end else begin
                        s_next = s_reg + 1;
                    end
                end
            end
            STOP: begin
                tx_next = 1'b1; 
                if (tick_8x) begin
                    if (s_reg == 7) begin
                        state_next = IDLE;
                        done       = 1'b1;
                    end else begin
                        s_next = s_reg + 1;
                    end
                end
            end
        endcase
    end
    always @(*) tx_serial = tx_reg;
endmodule
==> flow/run.sh <==
#!/bin/bash
# OpenROAD 26Q1-2900-gdf79404cd8, Yosys 0.63+post, stock flow scripts
make -C /OpenROAD-flow-scripts/flow DESIGN_CONFIG=/design/flow/config.mk WORK_HOME=/design/flow/orfs finish
==> flow/config.mk <==
export PLATFORM = sky130hd
export DESIGN_NAME = uart_top
export DESIGN_NICKNAME = uart_top
export VERILOG_FILES = /design/flow/design.v
export SDC_FILE = /design/flow/constraint.sdc
export NUM_CORES = 4
export LEC_CHECK = 1
export CORE_UTILIZATION = 50
==> flow/constraint.sdc <==
current_design uart_top

set clk_period 2.7
set clk_io_pct 0.2

create_clock -name clk0 -period $clk_period [get_ports {clk}]

set non_clock_inputs [all_inputs -no_clocks]
set_input_delay [expr $clk_period * $clk_io_pct] -clock clk0 $non_clock_inputs
set_output_delay [expr $clk_period * $clk_io_pct] -clock clk0 [all_outputs]
==> Table 3: Implementation characteristics <==
Table: implementation figures

Parameter                              Value

Clock network
  Number of sinks on the clock net .................. 63
  CTS root buf .................. sky130_fd_sc_hd__clkbuf_8
  Register clock-pin slew on the reported worst setup and hold paths .................. 80 ps
  Post-cts gate resize count .................. 0
  Cts bufs inserted .................. 9
  # H-tree levels .................. 3
  Post-CTS repair timing setup buffer count .................. 0
  TritonCTS clock tree .................. built
  Worst-Skew Late Latency .................. 340 ps
  Clock buffer depth .................. 2
  CTS Hold Buffers Added .................. 0

Floorplanning
  Number of top-level design ports .................. 27
  Initial Util .................. 0.521
  Die Y-Extent .................. 80.8 um
  # rows .................. 28
  Die Span X .................. 80.8 um
  Core Box Area .................. 5960 um2
  Area of the chip .................. 6520 um2

Critical path
  Critical register-to-register path startpoint .................. inst_uart_rx.tick_cnt[0]
  Category of the most critical setup path .................. register to primary output
  Type of element launching the critical path .................. register
  Worst Reg-to-Reg Cells .................. 5
  Worst EP arrival .................. 1830 ps
  CP required .................. 2160 ps
  Worst R2R End .................. inst_uart_rx.bit_cnt[0]
  Worst Setup End Kind .................. primary output
  Critical Path Fanout Max .................. 6
  Setup slack of the most critical reg-to-reg path .................. 600 ps

Hold path
  Launch point of the worst hold path .................. inst_uart_rx.rx_sync1
  Hold Crit Depth .................. 1
  Type of the tightest min-delay check .................. register to register
  WHS Endpoint .................. inst_uart_rx.rx_sync2

Place
  Number of port buffers .................. 26
  RD Place Congestion .................. 0.793
  Number of instances in the placed design .................. 427
  Placed Area .................. 3440 um2
  HPWL after detailed placement .................. 3940 um

Route
  Remaining routing DRC violations .................. 0
  Vias per inst .................. 5.30
  Total antenna diodes in the routed design .................. 0
  WL per Instance .................. 12.9 um
  Total number of vias .................. 2349
  Routed WL .................. 5710 um
  Iter 0 DRT Violations .................. 76
  Remaining antenna violation count .................. 0
  Iteration count of the initial detailed-routing pass .................. 4

Final layout
  Fraction of final layout cells sized beyond drive strength 1 .................. 0.114
  Number of standard cells in the final layout excluding fillers .................. 443
  Area overhead of the layout relative to synthesis .................. 17.2%
  Flip-flop count of the largest register after layout .................. 11
  Final cell utilization of the core .................. 0.611
  Post-route cell area .................. 3640 um2
  Register with the highest flop count .................. inst_baud_gen.counter

Timing
  Final setup violation count .................. 0
  Hold Fails Final Rpt .................. 0
  Clock tree skew after final layout .................. 8.11 ps
  Maximum achievable frequency .................. 422 MHz
  Worst-margin pin slew .................. 655 ps
  RSZ-0062 raised after global routing .................. no
  Final tally of max-slew violations .................. 0
  Fraction of the cycle the final worst path needs .................. 0.877
  Slew margin rel. .................. 0.556
  Tmin final .................. 2370 ps
  Setup total negative slack .................. 0 ps

Synthesis
  Register area share after synthesis .................. 0.457
  Synth flops .................. 63
  Syn avg cell area .................. 9.29 um2
  # Cells Yosys .................. 334
  Ys async rst share .................. 0.492
  Dominant register cell .................. sky130_fd_sc_hd__dfxtp_1
  Cells after Synth .................. 334
  Count of unique library cells instantiated by Yosys .................. 54
  Area of the mapped netlist .................. 3100 um2
  Syn. warnings .................. 3
  Post-synth tally of flip-flops with integrated enable .................. 0
  Area reported by Yosys stat .................. 3100 um2

Global route
  Initial antenna violation count .................. 0
  Vias in the first global route .................. 2145
  Overflow left after global routing .................. 0
  Global routing usage summed across all routing layers .................. 0.198
  Global-route wire length before repair .................. 9850 um
  Pin count of the biggest net entering global routing .................. 32

Flow run
  Max-cap check violation count .................. 0
  Stage-log warning count .................. 29

Power and ir drop
  Static Leakage .................. 0.00152 uW
  Worst vdd rail ir drop .................. 432 uV
  Pwr dens .................. 615 nW/um2

Status
  Outcome .................. complete, no violations
## logic make-up after synthesis
logic type,synth area share
simple gates,0.215
buf+inv,0.0416
xor+xnor,0.0254
mux,0.0391
compound gates,0.137
flops,0.457
fa+ha+maj,0.0847
## Yosys cell counts, types with 7 or more instances
library cell               number  area (um2)
sky130_fd_sc_hd__nand3_1       13        65.1
sky130_fd_sc_hd__dfxtp_1       32         641
sky130_fd_sc_hd__o21ai_0       11        55.1
sky130_fd_sc_hd__nor3_1        15        75.1
sky130_fd_sc_hd__nor2_1        22        82.6
sky130_fd_sc_hd__mux2i_1       11         110
sky130_fd_sc_hd__ha_1          21         263
sky130_fd_sc_hd__inv_1         11        41.3
sky130_fd_sc_hd__a21oi_1       30         150
sky130_fd_sc_hd__nand2_1       52         195
sky130_fd_sc_hd__clkbuf_1       7        26.3
sky130_fd_sc_hd__dfrtp_1       29         726
## worst max path at each step
stage	from	slack (ps)	cells after the start	endpoint
final	inst_uart_tx.s_reg[0]	330	4	tx_done
after global routing	inst_uart_tx.s_reg[0]	260	4	tx_done
after CTS	inst_uart_tx.s_reg[0]	310	4	tx_done
## critical path: stages (launching register included)
cell	delay [ps]
sky130_fd_sc_hd__dfrtp_1	400
sky130_fd_sc_hd__ha_1	200
sky130_fd_sc_hd__ha_1	270
sky130_fd_sc_hd__and3_2	230
sky130_fd_sc_hd__clkdlybuf4s50_1	390
## where the power goes
group | switching, uW | internal [uW] | total (uW)
clock | 393 | 436 | 829
sequential | 113 | 1000 | 1120
combinational | 139 | 151 | 290
## per-stage QoR
stage                     setup WS, ps  hold slack (ps)  power (uW)
after global routing               262              434        2370
after global placement             161              406        1420
after floorplan                    845              389        1320
final                              333              419        2230
after detailed placement           119              403        1430
after CTS                          306              423        2270
## cells in the final DEF (no fill, tap or decap), types with 2 or more instances in the layout
cell type and instances:
sky130_fd_sc_hd__nor2_1 22, sky130_fd_sc_hd__nand3_1 13, sky130_fd_sc_hd__o21ai_0 11, sky130_fd_sc_hd__and3_1 3
sky130_fd_sc_hd__or2_2 5, sky130_fd_sc_hd__ha_1 21, sky130_fd_sc_hd__nand2_1 52, sky130_fd_sc_hd__nor3_1 15
sky130_fd_sc_hd__a21bo_2 2, sky130_fd_sc_hd__a21oi_2 2, sky130_fd_sc_hd__xnor2_1 6, sky130_fd_sc_hd__clkdlybuf4s50_1 26
sky130_fd_sc_hd__inv_6 3, sky130_fd_sc_hd__buf_4 9, sky130_fd_sc_hd__o22ai_1 2, sky130_fd_sc_hd__nor4b_1 2
sky130_fd_sc_hd__a2111oi_4 2, sky130_fd_sc_hd__xor2_1 3, sky130_fd_sc_hd__nand2b_1 3, sky130_fd_sc_hd__nor2b_1 6
sky130_fd_sc_hd__dfstp_2 2, sky130_fd_sc_hd__inv_1 11, sky130_fd_sc_hd__nand4_1 5, sky130_fd_sc_hd__o21bai_1 2
sky130_fd_sc_hd__mux2i_1 11, sky130_fd_sc_hd__dfxtp_1 32, sky130_fd_sc_hd__a21oi_1 30, sky130_fd_sc_hd__nor4_1 2
sky130_fd_sc_hd__dfrtp_1 29, sky130_fd_sc_hd__clkbuf_8 9
## cell type report
type / count / area (um2)
Sequential cell: 63 / 1420
Tap cell: 75 / 93.8
Fill cell: 525 / 2320
Inverter: 11 / 41.3
Multi-Input combinational cell: 243 / 1550
Timing Repair Buffer: 35 / 328
Clock buffer: 9 / 124
Clock inverter: 7 / 76.3
## layer usage
layer  global-route usage  vias up  part of all wire
met5                    0        -                 0
met4               0.0232        0            0.0084
met3               0.0433        4             0.037
met2                0.304       31              0.44
met1                0.305     1090              0.51
li1                     -     1224                 -
Power and IR drop assume default switching activity.
